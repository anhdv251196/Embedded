<file path="design.v">
`timescale 1ns / 1ps
module detect_falling_edge(
    input sys_clk,
    input d_i,
    output d_o
    );
    reg d_i_ff1;
	 reg d_i_ff2;
	 reg d_i_ff3;
    always @ (posedge sys_clk)
    begin
        d_i_ff1 <= d_i;
		  d_i_ff2 <= d_i_ff1;
		  d_i_ff3 <= d_i_ff2;
    end
    assign d_o = d_i_ff3 & (d_i_ff3 ^ d_i_ff2);
endmodule
`timescale 1ns / 1ps
module detect_rising_edge(
    input sys_clk,
    input d_i,
    output d_o
    );
    reg d_i_ff1;
	 reg d_i_ff2;
	 reg d_i_ff3;
    always @ (posedge sys_clk)
    begin
        d_i_ff1 <= d_i;
		  d_i_ff2 <= d_i_ff1;
		  d_i_ff3 <= d_i_ff2;
    end
    assign d_o = d_i_ff2 & (d_i_ff2 ^ d_i_ff3);
endmodule
`timescale 1ns / 1ps
module fpga_spi(
    input sys_clk,       
    input sys_rst,
    output reg [15:0] FPGA_VERION      = 16'h0001,          
    output reg [15:0] FPGA_COUNTBASE   = 16'h0001,          
    output reg [15:0] FPGA_STRBCOUNT   = 16'h0001,          
    output reg [15:0] FPGA_INTCLOCK    = 16'h0006,          
    output reg [15:0] FPGA_SSLOWDELAY  = 16'h0005,          
    output reg [15:0] FPGA_SSHIGHDELAY = 16'h0001,          
    output reg [15:0] FPGA_LAMPENABLE  = 16'h0000,          
    output reg [15:0] FPGA_OFFSETVALUE = 16'h0000,          
    output reg [15:0] FPGA_MAXSATVALUE = 16'h0001,          
    input fpga_clk,          
    input fpga_cs,           
    input fpga_mosi,         
    output reg fpga_miso     
    );
    localparam version = 1;
    reg [4:0] cnt_spi = 5'd0;
    reg wr_or_rd = 1'b0;
    reg Rx_Done = 1'b0;
    reg [7:0] fpga_addr = 8'h04; 
    wire fpga_clk_rise_edge;
    detect_rising_edge fpga_clk_rise_edge_instance 
    (.sys_clk(sys_clk),
     .d_i(fpga_clk),
     .d_o(fpga_clk_rise_edge)
     );
	 wire fpga_clk_fall_edge;
    detect_falling_edge fpga_clk_fall_edge_instance 
    (.sys_clk(sys_clk),
     .d_i(fpga_clk),
     .d_o(fpga_clk_fall_edge)
     );
    wire fpga_cs_rise_edge;
    detect_rising_edge fpga_cs_rise_edge_instance 
    (.sys_clk(sys_clk),
     .d_i(fpga_cs),
     .d_o(fpga_cs_rise_edge)
     );
    reg [23:0] receive_data;
    always @ (posedge sys_clk)
    begin
        if (fpga_cs_rise_edge || sys_rst)
        begin
            cnt_spi <= 5'd0;
            Rx_Done <= 1'b0;
        end
        else if (fpga_clk_rise_edge && ~fpga_cs) begin
            cnt_spi <= cnt_spi + 5'd1;
            receive_data <= {receive_data[22:0], fpga_mosi};
            if (cnt_spi == 5'd23) Rx_Done <= 1'b1;
        end
    end
    reg [16:0] transmit_data = 17'd0;
    always @ (posedge sys_clk)
    begin
        if (cnt_spi == 5'd8)
        begin
            case (fpga_addr)
                8'h04: transmit_data <= {FPGA_VERION, 1'b0};
                8'h08: transmit_data <= {FPGA_COUNTBASE, 1'b0};
                8'h0C: transmit_data <= {FPGA_STRBCOUNT, 1'b0};
                8'h18: transmit_data <= {FPGA_INTCLOCK, 1'b0};
                8'h38: transmit_data <= {FPGA_SSLOWDELAY, 1'b0};
                8'h3C: transmit_data <= {FPGA_SSHIGHDELAY, 1'b0};
                8'h40: transmit_data <= {FPGA_LAMPENABLE, 1'b0};
				8'h5C: transmit_data <= {FPGA_OFFSETVALUE, 1'b0};
				8'h68: transmit_data <= {FPGA_MAXSATVALUE, 1'b0};
                default: transmit_data <= {FPGA_VERION, 1'b0};
            endcase
        end
    end
    reg [4:0] cnt_shift_data = 5'd16;
    always @ (posedge sys_clk)
    begin
		if (fpga_cs_rise_edge || sys_rst)
        begin
            wr_or_rd <= 1'b0;
			fpga_addr <= 8'd0;
        end 
		else begin
			if (fpga_clk_fall_edge)
			begin
				if (cnt_spi == 5'd8) begin
					wr_or_rd <= receive_data[0];
					fpga_addr <= {receive_data[7:2], 2'b0};
				end
				if (cnt_spi >= 5'd8 && cnt_spi <= 5'd23)
				begin
					cnt_shift_data <= cnt_shift_data - 5'd1;
					fpga_miso <= transmit_data[cnt_shift_data];
				end
				else begin
					fpga_miso <= 1'b0;
					cnt_shift_data <= 5'd16;
				end
			end
		end
    end
    always @ (posedge sys_clk)
    begin
        if (sys_rst) begin
            FPGA_VERION <= version;
            FPGA_COUNTBASE <= 16'd48000;
            FPGA_STRBCOUNT <= 16'd4800;
            FPGA_INTCLOCK <= 16'd6;
            FPGA_SSLOWDELAY <= 16'h0005;
            FPGA_SSHIGHDELAY <= 16'h0001;
            FPGA_LAMPENABLE <= 16'h0000;
            FPGA_OFFSETVALUE <= 16'h0000;
            FPGA_MAXSATVALUE <= 16'h55F0;
        end
        else begin
            if (Rx_Done & wr_or_rd) begin
                case ({receive_data[23:18],2'b0})
                    8'h08: FPGA_COUNTBASE <= receive_data[15:0];
                    8'h0C: FPGA_STRBCOUNT <= receive_data[15:0];
                    8'h18: FPGA_INTCLOCK <= receive_data[15:0];
                    8'h38: FPGA_SSLOWDELAY <= receive_data[15:0];
                    8'h3C: FPGA_SSHIGHDELAY <= receive_data[15:0];
                    8'h40: FPGA_LAMPENABLE <= receive_data[15:0];
					8'h5C: FPGA_OFFSETVALUE <= receive_data[15:0];
					8'h68: FPGA_MAXSATVALUE <= receive_data[15:0];
                    default: FPGA_VERION <= version;
                endcase
            end 
        end
    end
endmodule
</file>
<file path="run.sh">
#!/bin/bash
# OpenROAD 26Q1-2900-gdf79404cd8, Yosys 0.63+post, stock flow scripts
make -C /OpenROAD-flow-scripts/flow DESIGN_CONFIG=/design/flow/config.mk WORK_HOME=/design/flow/orfs finish
</file>
<file path="config.mk">
export PLATFORM = sky130hd
export DESIGN_NAME = fpga_spi
export DESIGN_NICKNAME = fpga_spi
export VERILOG_FILES = /design/flow/design.v
export SDC_FILE = /design/flow/constraint.sdc
export NUM_CORES = 4
export LEC_CHECK = 1
export CORE_UTILIZATION = 50
</file>
<file path="constraint.sdc">
current_design fpga_spi

set clk_period 3.2
set clk_io_pct 0.2

create_clock -name clk0 -period $clk_period [get_ports {sys_clk}]

set non_clock_inputs [all_inputs -no_clocks]
set_input_delay [expr $clk_period * $clk_io_pct] -clock clk0 $non_clock_inputs
set_output_delay [expr $clk_period * $clk_io_pct] -clock clk0 [all_outputs]
</file>
==> flow_summary.yaml <==
# generated from flow reports
routing:
  routedWlPerCell_um: 21.6
  ant_nets: 0
  avgViaCountPerCell: 5.67
  drc: 0
  wl_met1_um: 10700
  dr_wl_met2_um: 10600
  drt-total-wl_um: 24100
  routed.top_layer: "met5"
  wl_met3_um: 2570
  diodes: 0
  vias: 6337
  drtIter0Drc: 528
  first_pass_iters: 8
flow_run:
  maxCapViolCount: 0
  openroad.warnings: 27
placement:
  placed_cell_area_um2: 9570
  io_buffers: 133
  post-dp-hpwl_um: 17000
  post-place-cells: 1085
  place_congestion: 1.01
power_and_ir_drop:
  ir_drop_mv: 0.369
  power_density_nw_per_um2: 456
  p_leak_nw: 4.34
floorplan:
  die_y_um: 129
  core_area_um2: 15800
  ios: 150
  die_w_um: 129
  fp_util_pct: 51.0
  row_count: 46
  die_area_um2: 16700
sta:
  relSlewSlack_pct: 39.1
  rsz0062_at_grt: "false"
  tightest_slew_ps: 890
  layout_min_cycle_time_ps: 2440
  fin_skew_ps: 11.4
  finalHoldViolCount: 0
  hold_slack_ps: 335
  setup_violations: 0
  slew_viol_final: 0
  fin_setup_tns_ps: 0
  timing.fmax_ghz: 0.410
  fin_crit_sh_pct: 76.3
synthesis:
  synthCells: 778
  syn_area_um2: 8080
  ys.flops: 193
  edf_count: 46
  yosysChipArea_um2: 8080
  synth-main-ff-cell: "dfxtp_1"
  async_flop_share_pct: 0
  syn_area_per_cell_um2: 10.4
  synthDistinctLibCells: 48
  ys_cells: 778
  yosysSeqAreaShare_pct: 53.5
  synth_warnings: 3
critical_path:
  crit_type: "reg2reg"
  r2r-end: "transmit_data[2]"
  r2r_slack_ps: 760
  rr_worst_depth: 5
  crit_start: "fpga_addr[5]"
  timing.critical_path.required_ps: 3360
  endpoint: "transmit_data[2]"
  worstPathArrival_ps: 2600
  reg2reg_from: "fpga_addr[5]"
  endpoint_kind: "flop"
  start_kind: "flop"
  crit_fanout: 13
layout:
  drive_gt1_share_pct: 7.66
  final_cell_area_um2: 10100
  final_cells: 1117
  nFillCells: 1235
  syn_to_final_growth_pct: 25.6
clocking:
  cts_sinks: 193
  cts_setup_buffers: 0
  cts_hold_buf: 0
  cts_tree: "yes"
  cts_made_buffers: 17
  cts.clk_slew.worst_paths_ps: 70
  clock_latency_ps: 430
  htree_num_levels: 4
  clock-root-buffer: "clkbuf_16"
  ctsResizeCount: 0
  cts_max_path_buffers: 2
global_routing:
  grt_use_total_pct: 31.1
  grt_pass1_vias: 5914
  grt_overflow: 0
  antenna_found_initial: 0
  grt_max_degree: 71
  grt_pass1_wl_um: 35900
outcome:
  status: "complete, no violations"
worst_hold_path:
  hp-class: "reg2reg"
[critical path: stages (launching register included)]
cell and delay, ps:
dfxtp_1 590, nor2_1 290, and3_1 230, a2111oi_0 760, buf_4 230, nand3_1 70
[report_power, final]
group | switching [W] | total (W) | internal [W] | leakage (nW)
clock | 0.000973 | 0.00207 | 0.00109 | 0.292
combinational | 0.0000403 | 0.0000558 | 0.0000156 | 2.47
sequential | 0.0000150 | 0.00251 | 0.00249 | 1.58
total | 0.00103 | 0.00463 | 0.00360 | 4.34
[stage by stage]
| step | worst slack (ps) | utilization (%) | power (W) |
|---|---|---|---|
| after global placement | 865 | 60.4 | 0.00262 |
| final | 759 | 64.1 | 0.00463 |
| after floorplan | 271 | - | 0.00261 |
| after CTS | 794 | 64.1 | 0.00465 |
| after detailed placement | 842 | 60.4 | 0.00262 |
| after global routing | 519 | 64.1 | 0.00477 |
[worst min path at each step]
stage                 depth (start not counted)                                start                             endpoint  slack [ps]
after CTS                                     0  fpga_clk_fall_edge_instance.d_i_ff1  fpga_clk_rise_edge_instance.d_i_ff2         340
after global routing                          0  fpga_clk_fall_edge_instance.d_i_ff1  fpga_clk_rise_edge_instance.d_i_ff2         340
final                                         0  fpga_clk_fall_edge_instance.d_i_ff1  fpga_clk_rise_edge_instance.d_i_ff2         330
[placed cells by master, fill, tap and decap left out, types with 12 or more instances in the layout]
cell type and n:
dfxtp_1 147, conb_1 16, clkdlybuf4s50_1 132, nand2_1 49, and3_1 48, nand3_1 14
clkbuf_16 18, inv_1 12, edfxtp_1 46, nor2b_1 14, nor2_1 129, a211o_1 20
a2111oi_0 16, mux2i_1 104, buf_4 24
[Yosys cell counts, drive strengths merged (5+ instances only)]
cell | n | area (um2)
nand3b | 8 | 60.1
buf | 31 | 206
and3 | 48 | 300
a211o | 20 | 175
dfxtp | 147 | 2940
and2 | 5 | 31.3
a2111oi | 16 | 140
edfxtp | 46 | 1380
a222oi | 11 | 110
nand4 | 8 | 50.1
mux2i | 104 | 1040
nand3 | 14 | 70.1
clkbuf | 49 | 184
inv | 12 | 45.0
a21oi | 11 | 55.1
nor2b | 15 | 93.8
a22oi | 5 | 37.5
nor2 | 129 | 484
nand2 | 49 | 184
[flip-flops by register name, summed over array words and instances, names as in the netlist]
signal	flops
FPGA_MAXSATVALUE	16
fpga_miso	1
fpga_cs_rise_edge_instance.d_i_ff2	1
Rx_Done	1
FPGA_SSLOWDELAY	16
fpga_clk_rise_edge_instance.d_i_ff2	1
cnt_shift_data	5
FPGA_STRBCOUNT	16
FPGA_SSHIGHDELAY	16
FPGA_COUNTBASE	16
fpga_clk_fall_edge_instance.d_i_ff1	1
fpga_cs_rise_edge_instance.d_i_ff3	1
FPGA_LAMPENABLE	16
cnt_spi	5
receive_data	24
FPGA_OFFSETVALUE	16
fpga_cs_rise_edge_instance.d_i_ff1	1
transmit_data	16
fpga_clk_rise_edge_instance.d_i_ff3	1
fpga_addr	6
FPGA_INTCLOCK	16
wr_or_rd	1
[metal layers]
| layer | track usage (%) | vias up |
|---|---|---|
| li1 | - | 2951 |
| met1 | 49.2 | 3045 |
| met2 | 43.9 | 322 |
| met3 | 12.1 | 17 |
| met4 | 3.32 | 2 |
| met5 | 2.94 | - |
[cell type report]
cell class | instances | area (um2) | area share, %
timing repair buffer | 157 | 1520 | 15.0
multi-input combinational | 507 | 3400 | 33.6
clock buffer | 19 | 464 | 4.58
inverter | 12 | 45.0 | 0.444
sequential | 193 | 4320 | 42.6
tap | 216 | 270 | 2.66
clock inverter | 13 | 115 | 1.13
[kinds of logic (layout without fill, tap and decap cells)]
group	Yosys count	count (layout)	synth area share, %
and+or+nand+nor	300	300	18.4
DFF	193	193	53.5
muxes	108	108	13.9
buffers and inverters	92	201	5.39
AOI/OAI and AO/OA	72	72	7.34
xor gates and xnor gates	8	8	0.868
adders and majority gates	3	3	0.465
other	2	16	0.0930
Power and IR drop assume default switching activity.
