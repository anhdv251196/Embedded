[flow/run.sh]
#!/bin/bash
# OpenROAD 26Q1-2900-gdf79404cd8, Yosys 0.63+post, stock flow scripts
make -C /OpenROAD-flow-scripts/flow DESIGN_CONFIG=/design/flow/config.mk WORK_HOME=/design/flow/orfs finish
[flow/config.mk]
export PLATFORM = sky130hd
export DESIGN_NAME = make_strobe
export DESIGN_NICKNAME = make_strobe
export VERILOG_FILES = /design/flow/design.v
export SDC_FILE = /design/flow/constraint.sdc
export NUM_CORES = 4
export LEC_CHECK = 1
export CORE_UTILIZATION = 30
[flow/constraint.sdc]
current_design make_strobe

set clk_period 25.2
set clk_io_pct 0.2

create_clock -name clk0 -period $clk_period [get_ports {sys_clk}]

set non_clock_inputs [all_inputs -no_clocks]
set_input_delay [expr $clk_period * $clk_io_pct] -clock clk0 $non_clock_inputs
set_output_delay [expr $clk_period * $clk_io_pct] -clock clk0 [all_outputs]
[flow/design.v]
`timescale 1ns / 1ps
module make_strobe(
	 input sys_clk,
	 input sys_rst,
	 input flag_en_single_strobe,
	 input [15:0] FPGA_COUNTBASE,
	 input [15:0] FPGA_STRBCOUNT,
	 input [15:0] FPGA_SSLOWDELAY,
	 input [15:0] FPGA_SSHIGHDELAY,
	 input [15:0] FPGA_LAMPENABLE,
	 output reg single_strobe = 1'b1,
	 output reg cont_strobe = 1'b0
    );
	 reg flag_start_single_strobe = 1'b0;
	 reg flag_end_single_strobe = 1'b0;
	 reg [15:0] cnt_mk_strobe = 16'd0;
	 reg [5:0] cnt_mk_2MHz = 6'd0;
	 always @ (posedge sys_clk)
	 begin
		if (sys_rst | (FPGA_LAMPENABLE[0] == 1'b0) | flag_end_single_strobe)
		begin
			single_strobe <= 1'b1;
			cnt_mk_2MHz <= 6'd0;
			cnt_mk_strobe <= 16'd0;
			flag_start_single_strobe <= 1'b0;
			flag_end_single_strobe <= 1'b0;
		end
		else begin
			if (cnt_mk_strobe == FPGA_SSHIGHDELAY) single_strobe <= 1'b0;
			if (cnt_mk_strobe == FPGA_SSLOWDELAY) 
			begin
				single_strobe <= 1'b1;
				flag_end_single_strobe <= 1'b1;
			end
			if (flag_en_single_strobe) flag_start_single_strobe <= 1'b1;
			if (flag_start_single_strobe)
			begin
				if (cnt_mk_2MHz == 6'd23)
				begin
					cnt_mk_strobe <= cnt_mk_strobe + 1'b1;
					cnt_mk_2MHz <= 6'd0;
				end else begin
					cnt_mk_2MHz <= cnt_mk_2MHz + 6'd1;
				end
			end else begin
				cnt_mk_2MHz <= 6'd0;
				cnt_mk_strobe <= 16'd0;
			end
		end
	 end
	 reg [15:0] prev_countbase = 16'd0;
	 reg [15:0] prev_strbcount = 16'd0;
	 wire flag_change_params;
	 always @ (posedge sys_clk)
	 begin
		prev_countbase <= FPGA_COUNTBASE;
		prev_strbcount <= FPGA_STRBCOUNT;
	 end
	 assign flag_change_params = (prev_countbase != FPGA_COUNTBASE) | (prev_strbcount != FPGA_STRBCOUNT);
	 reg [27:0] r_cnt_cont_strobe = 28'd0;
	 always @ (posedge sys_clk)
	 begin
		if (sys_rst | (FPGA_LAMPENABLE[0] == 1'b0) | flag_change_params)
		begin
			r_cnt_cont_strobe <= 28'd0;
			cont_strobe <= 1'b1;
		end else begin
			if ( r_cnt_cont_strobe == ( (FPGA_COUNTBASE[15:1] * (FPGA_STRBCOUNT + 1)) - 1) )
			begin
				r_cnt_cont_strobe <= 28'd0;
				cont_strobe <= ~cont_strobe;
			end else begin
				r_cnt_cont_strobe <= r_cnt_cont_strobe + 28'd1;
			end
		end
	 end
endmodule
==> results_slide.txt <==
Key Metrics from the Run

Final timing
  • Worst slew pin tran: 0.828 ns
  • Final Hold Viols: 0
  • RSZ-0062 raised after global routing: false
  • Final setup violation count: 0
  • Final worst path period need: around 14 ns
  • Fin Setup TNS: 0 ns
  • Cycle use final: a little over half
  • Slew headroom: 44.6%
  • Setup Skew: around 0.016 ns
  • Hold slack: 0.416 ns
  • Fmax: 72.2 MHz
  • Max-slew violation count: 0

Synth
  • Yosys Instances: about 1500
  • Registers, synthesis: approximately 86
  • Post-synth area hogs: fa_1, dfxtp_1, ha_1
  • Average size of a mapped cell: a little under 9 sq um
  • Async SR Flop Fraction: 0%
  • Mapped Area: around 0.013 sq mm
  • Top area contributor share: a little under a third
  • Post-synthesis sequential area ratio: between 10% and 20%
  • Post-synth top area cell: fa_1
  • Mapped Cells: between 1000 and 1500
  • Number of enable flip-flop cells: 0
  • Ys flop type: dfxtp_1
  • Cell Type Count: just over 60
  • Yosys warns: 1
  • Yosys chip area: between 0.01 and 0.015 sq mm

Route
  • Post-DRT Antenna Nets: 0
  • Vias: between 9000 and 10000
  • Routed WL per cell: between 10 and 15 um
  • TritonRoute pass-1 iters: 5
  • DRC violations left: 0
  • DR iter-0 viols: around 500
  • Via/cell ratio: ~4.7
  • Overall routed net length: a little over 30 mm

Placed design
  • Placed inst area: 0.0143 sq mm
  • Final GP Congestion: between 0.9 and 1
  • IO buf count: ~69
  • Final HPWL DP: between 20 and 30 mm

Critical path
  • Worst-path fanout max: 28
  • Critical Path Max Stage Delay: 0.57 ns
  • Slowest stage cell, crit path: fa_1
  • Kind of critical path: in -> reg
  • CP bufs+invs: 7
  • Worst Setup End Kind: register
  • Crit-path leading delay family: adder cells
  • Most common cell on crit path: fa_1
  • Type of origin of the critical path: input port
  • Worst EP arrival: 14.09 ns
  • CP required: about 25 ns

Die
  • Die height: 210 um
  • Die Area: ~0.044 sq mm
  • Core area: 0.0423 sq mm
  • Rows: between 70 and 80
  • Initial core utilization: around 31%
  • I/O pin count: roughly 85
  • Die Wd: 210 um

Global route
  • Vias in the first global route: 10304
  • Pin count of the biggest net entering global routing: 29
  • GRT Overall Usage: between 10% and 20%
  • Initial antenna violation count: 1
  • Grt ovf: 0
  • First-pass GRT wire length: between 50 and 60 mm

Flow run
  • Log Warnings: 40
  • Max cap viols: 0

Clocking
  • Clock slew at reported path FFs: ~0.070 ns
  • Post-CTS setup buffer count: 0
  • CTS Buffer Depth: 2
  • Post-CTS Hold Buffers: 0
  • Clk sinks: 86
  • Htree depth: 3
  • TritonCTS buffer count: 9
  • Clock tree root buffer cell: clkbuf_16
  • Gates resized, CTS repair: 0
  • CTS tree: built
  • Late-Pin Clk Latency: about 0.36 ns

Final layout
  • Layout fillers: roughly 4300
  • Design Area, Final: 0.0146 sq mm
  • Most frequent cells in the layout: nand2_1, fa_1, inv_1, ha_1, xor2_1
  • Area delta synth->final: 12.5%
  • Share of layout cells above drive strength 1: under 10%
  • Commonest Layout Cell: nand2_1

Outcome
  • Status: completed

Worst hold path
  • Worst min path class: reg -> reg
==> cells in the mapped netlist, types with 14 or more instances <==
cell      count
nand2_1     245
fa_1        205
inv_1       194
ha_1        108
xor2_1       88
dfxtp_1      86
nor2_1       84
xnor2_1      79
clkbuf_1     58
and2_1       57
nand3_1      41
a21oi_1      30
nand4_1      27
o21ai_0      20
and3_1       18
buf_2        14
==> metrics by stage <==
stage	utilization, %	std cells	setup slack [ns]
6_report	34.6	2105	11.35
5_1_grt	34.6	2105	10.85
4_1_cts	34.6	2104	11.39
3_5_place_dp	33.8	2088	11.07
3_3_place_gp	33.8	2088	11.10
2_1_floorplan	-	1488	12.66
==> flip-flops by register name (all words and copies together) (netlist names) <==
name / cells
flag_end_single_strobe: 1
cnt_mk_strobe: 16
prev_strbcount: 16
r_cnt_cont_strobe: 28
cnt_mk_2MHz: 6
flag_start_single_strobe: 1
single_strobe: 1
cont_strobe: 1
prev_countbase: 16
==> metal layers <==
| metal | track usage [%] | up-vias | share of wire (%) |
|---|---|---|---|
| met2 | 24.1 | 248 | 46 |
| met1 | 21.8 | 4816 | 44 |
| met3 | 4.64 | 31 | 7.2 |
| met5 | 0 | - | 0 |
| li1 | - | 4756 | - |
| met4 | 3.32 | 0 | 2.7 |
==> cell type report <==
type	count	area, sq um	area share, %
clock inverter	7	90.1	0.616
timing repair buffer	98	908	6.21
clock buffer	9	225	1.54
multi-input combinational	1133	10200	69.9
antenna	1	2.50	0.0171
tap	577	722	4.93
sequential	86	1720	11.8
inverter	194	728	4.98
==> worst paths after layout <==
path	cells after the start	end	slack, ns	startpoint
worst max-delay path	32	r_cnt_cont_strobe[6]$_SDFF_PP0_	11.35	FPGA_STRBCOUNT[0]
worst min-delay path	1	flag_end_single_strobe$_SDFFE_PP0P_	0.42	flag_end_single_strobe$_SDFFE_PP0P_
worst max register to register	11	r_cnt_cont_strobe[6]$_SDFF_PP0_	21.41	r_cnt_cont_strobe[2]$_SDFF_PP0_
worst min register to register	1	flag_end_single_strobe$_SDFFE_PP0P_	0.42	flag_end_single_strobe$_SDFFE_PP0P_
==> kinds of logic after synthesis <==
group	share of synthesized area, %
AND-OR/OR-AND	6.21
XOR/XNOR	11.2
buffers and inverters	8.04
multiplexers	0.327
AND/OR/NAND/NOR	19.0
adder cells (fa/ha/maj)	42.0
flip-flops	13.2
