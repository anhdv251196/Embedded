## design.v

```verilog
`timescale 1ns / 1ps
module ad7621(
    input sys_clk,
    input sys_rst,
    input [15:0] FPGA_OFFSETVALUE,
    input [15:0] FPGA_MAXSATVALUE,
    input ad7621_restart,
    input ad7621_start,
    input ad7621_busy,
    input [15:0] ad7621_di,
    output reg ad7621_convst,
    output wire [15:0] ad7621_fifo_do,
    output wire ad7621_flag_fifo_do
    );
    wire flag_falling_edge_busy;
    detect_falling_edge falling_edge_fifo_instant 
    (.sys_clk(sys_clk),
     .d_i(ad7621_busy),
     .d_o(flag_falling_edge_busy)
     );
    reg [15:0] cnt_rd_pixel = 16'd0;
    always @ (posedge sys_clk)
    begin
        if (sys_rst || ad7621_restart)
        begin
            cnt_rd_pixel <= 16'd0;
        end
        else begin
            if (ad7621_start) cnt_rd_pixel <= cnt_rd_pixel + 16'd1;
        end
    end
	reg [15:0] r_dat_temp = 16'd0;
	reg r_dat_valid_temp = 1'b0;
    always @ (posedge sys_clk)
    begin
        if (sys_rst || ad7621_restart)
        begin
            r_dat_temp <= 16'd0;
            r_dat_valid_temp <= 1'b0;
        end
        else begin
            if (flag_falling_edge_busy)
            begin
                if ( (cnt_rd_pixel >= 16'd34) && (cnt_rd_pixel <= 16'd2081) )
                begin
                    r_dat_temp <= ad7621_di - FPGA_OFFSETVALUE;
                    r_dat_valid_temp <= 1'b1;
                end
            end 
            else begin
                r_dat_valid_temp <= 1'b0;
            end
        end
    end
	divider #(.WIDTH(10), .FBITS(4)) div_instance 
	(
		.clk(sys_clk),
		.start(r_dat_valid_temp),
		.x(10'h3FF),
		.y(FPGA_MAXSATVALUE[15:6]),
		.w_data_i(r_dat_temp),
		.r_data_o(ad7621_fifo_do),
		.r_data_valid(ad7621_flag_fifo_do)
	);
		reg ad7621_start_ff1 = 1'b0;
		reg ad7621_start_ff2 = 1'b0; 
		always @ (posedge sys_clk)
		begin
			ad7621_start_ff1 <= ad7621_start;
			ad7621_start_ff2 <= ad7621_start_ff1;
		end
    always @ (posedge sys_clk)
    begin
        if (sys_rst || ad7621_restart)
        begin
            ad7621_convst <= 1'b1;
        end
        else begin
            if (ad7621_start) ad7621_convst <= 1'b0;
            if (ad7621_start_ff2) ad7621_convst <= 1'b1;
        end
    end
endmodule
`timescale 1ns / 1ps
module detect_falling_edge(
    input sys_clk,
    input d_i,
    output d_o
    );
    reg d_i_ff1;
	 reg d_i_ff2;
	 reg d_i_ff3;
    always @ (posedge sys_clk)
    begin
        d_i_ff1 <= d_i;
		  d_i_ff2 <= d_i_ff1;
		  d_i_ff3 <= d_i_ff2;
    end
    assign d_o = d_i_ff3 & (d_i_ff3 ^ d_i_ff2);
endmodule
`timescale 1ns / 1ps
module divider #(
    parameter WIDTH=10,   
    parameter FBITS=4    
    ) (
    input wire clk,
    input wire start,           
    output reg busy,            
    output reg valid,           
    output reg dbz,             
    output reg ovf,             
    input wire [WIDTH-1:0] x,   
    input wire [WIDTH-1:0] y,   
    output reg [WIDTH+16-1:0] q,   
    output reg [WIDTH-1:0] r,    
    input wire [15:0] w_data_i,
    output wire [15:0] r_data_o,
    output wire r_data_valid
    );
    localparam FBITSW = (FBITS) ? FBITS : 1;
    reg [WIDTH-1:0] y1;            
    reg [WIDTH-1:0] q1, q1_next;   
    reg [WIDTH:0] ac, ac_next;     
    localparam ITER = WIDTH+FBITS;   
    reg [8:0] i;      
    always @ (*)
    begin
        if (ac >= {1'b0,y1}) begin
            ac_next = ac - y1;
            {ac_next, q1_next} = {ac_next[WIDTH-1:0], q1, 1'b1};
        end else begin
            {ac_next, q1_next} = {ac, q1} << 1;
        end
    end
    always @(posedge clk) 
    begin
        if (start) begin
            valid <= 0;
            ovf <= 0;
            i <= 0;
            if (y == 0) begin   
                busy <= 0;
                dbz <= 1;
            end else begin
                busy <= 1;
                dbz <= 0;
                y1 <= y;
                {ac, q1} <= {{WIDTH{1'b0}}, x, 1'b0};
            end
        end else if (busy) begin
            if (i == ITER-1) begin   
                busy <= 0;
                valid <= 1;
                q <= q1_next * w_data_i;
                r <= ac_next[WIDTH:1];   
            end else if (i == WIDTH-1 && q1_next[WIDTH-1:WIDTH-FBITSW]) begin  
                busy <= 0;
                ovf <= 1;
                q <= 0;
                r <= 0;
            end else begin   
                i <= i + 1;
                ac <= ac_next;
                q1 <= q1_next;
            end
        end
    end
    reg valid_ff = 1'b0;
    always @ (posedge clk)
    begin
        valid_ff <= valid;
    end
    assign r_data_valid = valid & (valid ^ valid_ff);
    assign r_data_o = (q > 20'd1048575) ? 16'hFFFF : q[19:4];
endmodule
```

## run.sh

```bash
#!/bin/bash
# OpenROAD 26Q1-2900-gdf79404cd8, Yosys 0.63+post, stock flow scripts
make -C /OpenROAD-flow-scripts/flow DESIGN_CONFIG=/design/flow/config.mk WORK_HOME=/design/flow/orfs finish
```

## config.mk

```make
export PLATFORM = sky130hd
export DESIGN_NAME = ad7621
export DESIGN_NICKNAME = ad7621
export VERILOG_FILES = /design/flow/design.v
export SDC_FILE = /design/flow/constraint.sdc
export NUM_CORES = 4
export LEC_CHECK = 1
export CORE_UTILIZATION = 40
```

## constraint.sdc

```tcl
current_design ad7621

set clk_period 12.8
set clk_io_pct 0.2

create_clock -name clk0 -period $clk_period [get_ports {sys_clk}]

set non_clock_inputs [all_inputs -no_clocks]
set_input_delay [expr $clk_period * $clk_io_pct] -clock clk0 $non_clock_inputs
set_output_delay [expr $clk_period * $clk_io_pct] -clock clk0 [all_outputs]
```

==> results.txt <==
Worst-Skew Late Latency - 350 ps
Wirelength per Cell - 13.51 µm
Int Power - 623.5 µW
Clk pwr share - 30.0%
CTS Buffer Depth - 2
Final Slew Violations - 0
First-pass detailed-route iteration total - 4
Row cnt - 59
Cts-stage hold buffer count - 0
Post-Syn Area per Cell - 9.017 µm²
Crit path DAT - 6050 ps
Distinct lib cells - 68
Post-synth EDFFs - 53
Sw Ratio - 32.91%
CP most frequent cell - fa_1
DIE WIDTH - 166.7 µm
Post-CTS setup buffer count - 0
Ys flop type - edfxtp_1
Worst-path cell chain - and2_1, fa_1, fa_1, fa_1, fa_1, inv_1, fa_1, inv_1, ha_1, a21oi_1, o21ai_0, a211oi_1, a21oi_1, or3_1, a21oi_1
Vias in the first global route - 7692
Yosys stat area - 10850 µm²
Hold Path Class - register to register
PwrDens - 77.26 nW/µm²
CTS H-tree lvls - 3
Seq/Total Area, Yosys - 24.08%
IO Pins - 71
Critical path class - register to register
Chip area - 27780 µm²
Drt drc - 0
Worst Tran Pin Value - 861.7 ps
Clock sinks - 104
Maximum Capacitance Violations - 0
Worst Path Required - 12970 ps
Clock buffer count from CTS - 9
Register bit total from synthesis - 104
First-pass GRT wire length - 37.23 mm
PostCTS Resize Cnt - 0
Async set-reset flop share out of synthesis - 0%
Max stage delay on crit path - 690 ps
Status - completed
Clock-pin slew on the worst setup and hold paths - 80 ps
Skew final - 12.09 ps
Crit start category - register
Leak - 0.005570 µW
Fmax - 0.1702 GHz
Mapped cell area - 10850 µm²
GPL Wtd Cong - 0.8355
Share of cells above drive strength 1 - 5.101%
FP Util - 41.16%
Yosys warning total - 3
Worst relative slew slack - 42.55%
# setup viols final - 0
Critical Path Sink Type - register
Total track usage - 16.94%
Core Util, Final - 45.64%
Seq pwr share - 48.4%
Worst-path maximum fanout - 18
Routed via count - 7843
Fin crit period - 5875 ps
Detailed-placement wirelength estimate - 16.21 mm
RSZ-0062 raised after global routing - no
Final Hold Vio Count - 0
Initial DRC Count - 305
Root Buffer - clkbuf_16
Largest net degree at the start of global routing - 33
Top area cell types - fa_1, edfxtp_1, ha_1, dfxtp_1, inv_1
Grt total ovfl - 0
CP max stage cell - edfxtp_1
Die Span Y - 166.7 µm
Fillers - 2453
CTS tree - done
Fin Setup TNS - 0 ps
Top-area cell type share of the netlist area - 20.67%
Gate power share - 21.6%
Antenna Nets Post-Route - 0
Switching pwr - 305.9 µW
DR vias/cell - 4.996
Synth Instances - 1203
# diodes - 0
Routed WL - 21.21 mm
Post-synth top area cell - fa_1
Area Growth Syn to Fin - 10.89%
Initial antenna violation count - 0
Tool warnings - 38
Share of the clock period used by the worst path - 45.90%
Core ar. - 26350 µm²
Ys cells - 1203
Max IR drop VDD - 0.06500 mV
IO Port Bufs - 64
## final timing paths
path / from / endpoint / slack [ps] / depth (start not counted)
worst min-delay path: falling_edge_fifo_instant.d_i_ff1 / falling_edge_fifo_instant.d_i_ff2 / 330 / 0
worst max-delay path: div_instance.q1[8] / div_instance.q[25] / 6930 / 15
worst max register to register: div_instance.q1[8] / div_instance.q[25] / 6930 / 15
worst min register to register: falling_edge_fifo_instant.d_i_ff1 / falling_edge_fifo_instant.d_i_ff2 / 330 / 0
## routing by layer
| metal | vias up | wire length [µm] | part of all wire [%] | GRT usage [%] |
|---|---|---|---|---|
| li1 | 4029 | - | - | - |
| met1 | 3624 | 10990 | 52 | 27.13 |
| met2 | 179 | 8768 | 41 | 24.86 |
| met3 | 11 | 1284 | 6.1 | 5.011 |
| met4 | 0 | 172 | 0.81 | 0.9662 |
| met5 | - | 0 | 0 | 0 |
## cells in the mapped netlist (22+ instances only)
| master | count |
|---|---|
| xor2_1 | 28 |
| clkbuf_1 | 45 |
| dfxtp_1 | 51 |
| nand2_1 | 130 |
| edfxtp_1 | 53 |
| and2_1 | 87 |
| ha_1 | 92 |
| a21oi_1 | 59 |
| inv_1 | 157 |
| fa_1 | 112 |
| o21ai_0 | 24 |
| nor2_1 | 74 |
| a21o_1 | 22 |
| or2_2 | 29 |
## worst max-delay path: cells and delay by family, from the launching register on
family / cells / cell delay, ps
buffers and inverters: 2 / 110
adder cells (fa/ha/maj): 6 / 3090
AND/OR/NAND/NOR: 2 / 690
AND-OR/OR-AND: 5 / 1100
flip-flops: 1 / 690
## logic make-up after synthesis
| group | count (synthesis) | share of synthesized area, % |
|---|---|---|
| multiplexers | 8 | 0.7497 |
| AND/OR/NAND/NOR | 444 | 21.00 |
| XOR/XNOR | 49 | 3.956 |
| AND-OR/OR-AND | 185 | 11.52 |
| buffers and inverters | 209 | 7.405 |
| adder cells (fa/ha/maj) | 204 | 31.28 |
| flip-flops | 104 | 24.08 |
## through the flow
stage	cells	hold slack (ps)	setup slack (ps)	power, µW	area [µm²]
after floorplan	1203	309.6	7353	587.5	10850
after global placement	1554	310.3	6944	656.2	11720
after detailed placement	1554	312.8	6922	658.3	11720
after CTS	1570	330.4	6908	942.1	12030
after global routing	1570	349.8	6528	986.4	12030
final	1570	330.1	6925	929.4	12030
## sequential cells by signal (all words and copies together) (netlist names)
| register | count |
|---|---|
| div_instance.i | 9 |
| ad7621_start_ff2 | 1 |
| div_instance.busy | 1 |
| r_dat_valid_temp | 1 |
| cnt_rd_pixel | 16 |
| r_dat_temp | 16 |
| div_instance.q | 22 |
| falling_edge_fifo_instant.d_i_ff2 | 1 |
| div_instance.valid_ff | 1 |
| ad7621_start_ff1 | 1 |
| div_instance.q1 | 10 |
| ad7621_convst | 1 |
| div_instance.y1 | 10 |
| falling_edge_fifo_instant.d_i_ff1 | 1 |
| falling_edge_fifo_instant.d_i_ff3 | 1 |
| div_instance.valid | 1 |
| div_instance.ac | 11 |
## power groups by stage
stage / Combinational (µW) / Clock [µW] / Sequential [µW]
4_1_cts: 202 / 290 / 450
5_1_grt: 228 / 301 / 457
6_report: 201 / 279 / 450
## area by class of cell
type | count | area [µm²] | share of cell area, %
well taps | 335 | 419.2 | 3.485
flip-flops and latches | 104 | 2613 | 21.72
inverters | 157 | 589.3 | 4.899
multi-input cells | 890 | 7432 | 61.79
clock buffers | 9 | 225.2 | 1.872
repair buffers | 68 | 670.6 | 5.575
clock inverters | 7 | 80.08 | 0.6657
## layout by cell type, fill, tap and decap left out, drive strengths merged, types with 21 or more instances in the layout
| cell type | Yosys | final |
|---|---|---|
| and2 | 87 | 87 |
| inv | 157 | 161 |
| a21oi | 61 | 61 |
| a21o | 22 | 22 |
| dfxtp | 51 | 51 |
| nand3 | 21 | 21 |
| fa | 112 | 112 |
| nor2 | 75 | 75 |
| xor2 | 28 | 28 |
| or2 | 29 | 29 |
| xnor2 | 21 | 21 |
| ha | 92 | 92 |
| clkdlybuf4s50 | 0 | 64 |
| edfxtp | 53 | 53 |
| o21ai | 25 | 25 |
| nand2 | 132 | 132 |
Power is estimated from default activity; no workload was simulated.
